===== config.mk =====
export PLATFORM = sky130hd
export DESIGN_NAME = butterfly
export DESIGN_NICKNAME = butterfly
export VERILOG_FILES = /design/flow/design.v
export SDC_FILE = /design/flow/constraint.sdc
export NUM_CORES = 4
export LEC_CHECK = 1
export CORE_UTILIZATION = 50

===== constraint.sdc =====
current_design butterfly

set clk_period 23.5
set clk_io_pct 0.2

create_clock -name clk0 -period $clk_period

set non_clock_inputs [all_inputs -no_clocks]
set_input_delay [expr $clk_period * $clk_io_pct] -clock clk0 $non_clock_inputs
set_output_delay [expr $clk_period * $clk_io_pct] -clock clk0 [all_outputs]

===== design.v =====
module butterfly (
    input signed [15:0] real_a, imag_a,
    input signed [15:0] real_b, imag_b,
    input signed [15:0] twiddle_real, twiddle_imag,
    output reg signed [15:0] out1_real, out1_imag,
    output reg signed [15:0] out2_real, out2_imag
);
always @(*) begin
    out1_real = real_a + ((real_b * twiddle_real - imag_b * twiddle_imag) >>> 15);
    out1_imag = imag_a + ((real_b * twiddle_imag + imag_b * twiddle_real) >>> 15);
    out2_real = real_a - ((real_b * twiddle_real - imag_b * twiddle_imag) >>> 15);
    out2_imag = imag_a - ((real_b * twiddle_imag + imag_b * twiddle_real) >>> 15);
end
endmodule

===== run.sh =====
#!/bin/bash
# OpenROAD 26Q1-2900-gdf79404cd8, Yosys 0.63+post, stock flow scripts
make -C /OpenROAD-flow-scripts/flow DESIGN_CONFIG=/design/flow/config.mk WORK_HOME=/design/flow/orfs finish

==> Slide: Implementation Results <==
Synthesis and Place & Route Summary

Global routing
  • Initial antenna violation count: 2
  • GRT Total Usage: 28.3%
  • First-pass GRT wire length: 79500 um
  • Vias in the first global route: 15166
  • Largest net degree at the start of global routing: 33
  • Grt ovf: 0

STA
  • Final setup violation count: 0
  • Fin crit share: 84.6%
  • RSZ-0062 raised after global routing: false
  • Fmax: 50.3 MHz
  • Final max-slew violation count: 0
  • Final min period: 19.88 ns
  • Setup tns final: 0 ns
  • Final WS setup: 3.62 ns
  • Hold Fails Final Rpt: 0
  • Tightest Pin Transition: 0.937 ns
  • Max-slew headroom: 37.3%

Placement
  • Port Buf Inserts: 160
  • GPL Wtd Cong: 0.915
  • Worst slack at placement: 3.61 ns
  • Placed instance count: 2826
  • Dpl hpwl: 37000 um

Clock network
  • Hold_buf cts: 0
  • Postcts setup bufs: 0
  • Post-cts sizing count: 0

Worst setup path
  • Crit-path max cell delay: 0.75 ns
  • Worst Path Required: 18.80 ns
  • Kind of critical path: input port to output port
  • WP data arrival: 15.18 ns
  • Slowest cell on the critical path: clkdlybuf4s50_1
  • Cell repeated most along the worst path: fa_1
  • Startpoint types: input port
  • Crit. End Element: output port
  • CP Max Fanout: 24

Synth
  • Yosys stat area: 19100 sq um
  • Cell Area, Synth: 19100 sq um
  • Synth Area per Inst: 8.63 sq um
  • Yosys warns: 1
  • Distinct lib cells: 52
  • Register share after synthesis: 0%
  • Yosys cell count: 2219
  • Cell count after synthesis: 2219

Cells and area
  • Flop count: 0
  • Most numerous logic cells after layout: inv_1, fa_1, and2_1
  • # fillers: 3404
  • Top cell excl fill/tap: inv_1
  • Fin util: 56.4%
  • Layout cells sized above 1: 2.03%
  • FF/Latch Area: 0 sq um
  • P&R area growth vs syn: 11.0%
  • Final std cells w/o fill: 2827
  • Clock buffer count: 0

Drt
  • Final ANT Viol Nets: 0
  • Routed len/inst: 16.9 um
  • DRT Pass-1 Iters: 5
  • DRC: 0
  • Vias per cell: 4.94
  • Vias: 13976
  • Iteration-0 DRC Markers: 441
  • Final WL: 47900 um

Floorplanning
  • CORE AREA: 37700 sq um
  • Fp util: 50.8%
  • Die area: 39100 sq um
  • Die Ht: 198 um
  • # IOs: 160
  • Floorplan row count: 71
  • Die width: 198 um

Run
  • OpenROAD warnings: 73
  • # Max-Cap Violations: 0

Min path
  • Worst hold path type: input port to output port

Run status
  • Status: finished clean
-- critical path: cells and delay by family --
kind / cells / cell delay [ns]
xor gates and xnor gates: 8 / 1.32
adders and majority gates: 10 / 4.79
and+or+nand+nor: 2 / 0.44
AOI/OAI and AO/OA: 8 / 1.72
buffers and inverters: 9 / 2.18
-- area by class of cell --
class	count	area [sq um]	area share, %
inverters	521	1960	9.20
repair buffers	195	1860	8.77
multi-input cells	1599	16800	79.0
well taps	511	639	3.01
diodes	1	2.50	0.0118
-- per-stage QoR --
stage	hold WS, ns	cell area [sq um]
final	10.44	21300
after global routing	10.50	21300
after CTS	10.45	21300
after detailed placement	10.44	21300
after global placement	10.45	21300
after floorplan	9.51	19100
-- per-layer routing --
metal,global-route usage (%),share of wire (%)
met5,0,0
met4,3.79,1.7
met1,39.1,41
met3,11.7,11
met2,44.6,47
-- synthesized netlist by cell type (all sizes together) (5+ instances only) --
cell,n,area (sq um)
nand2,241,907
nor3,11,55.1
fa,372,7450
inv,521,1960
a31oi,6,37.5
a21o,13,97.6
nor2b,10,65.1
xor2,34,324
o21bai,14,105
clkbuf,87,327
xnor2,141,1260
nor2,41,154
buf,12,65.1
and2,312,1950
nand3,5,25.0
nand2b,7,43.8
a21oi,36,180
ha,285,3570
o21ai,24,131
-- path summary, 6_finish.rpt --
path / cells after the start / end / from
hold / removal: 5 / out2_real[0] / real_a[0]
setup / recovery: 37 / out1_real[14] / twiddle_real[9]
-- logic make-up (layout without fill, tap and decap cells) --
logic type                 count (synthesis)  after routing  synth area share (%)
adders and majority gates                657            657                  57.5
AOI/OAI and AO/OA                        121            121                  4.15
other                                      0              1                     0
and+or+nand+nor                          642            642                  17.3
buffers and inverters                    620            716                  12.3
xor gates and xnor gates                 179            179                  8.79
